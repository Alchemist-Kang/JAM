--- /design/flow/design.v ---
module JAM (
input CLK,
input RST,
output reg [2:0] W,
output reg [2:0] J,
input [6:0] Cost,
output reg [3:0] MatchCount,
output reg [9:0] MinCost,
output reg Valid );
parameter IDLE = 2'b00;
parameter COST_ASK = 2'b01;
parameter COST_COUNT = 2'b10;
parameter OUTPUT = 2'b11;
integer i;
reg [1:0]current_state;
reg [1:0]next_state;
reg [2:0]number_sort[0:7];
reg [2:0]number_pointer;
reg [3:0]counter;
reg [9:0]min_cost_acc;
reg [2:0]replace_number;
reg [2:0]replace_to;
always@(posedge CLK, posedge RST)begin:FSM
    if(RST)begin
        current_state <=  IDLE;
    end
    else begin
        current_state <=  next_state;
    end
end
always@(*)begin:FSM_NXT
    case(current_state)
        IDLE: begin
            next_state = COST_ASK;
        end
        COST_ASK:begin
            if(counter == 'd8)begin
                next_state = COST_COUNT;
            end
            else begin
                next_state = COST_ASK;
            end
        end
        COST_COUNT:begin
            if(ready)begin
                next_state = OUTPUT;
            end
            else begin
                next_state = COST_ASK;
            end
        end
        OUTPUT:begin
            next_state = IDLE;
        end
    endcase
end
reg ready;
always@(*)begin
    if(counter == 'd10)begin
        if((number_sort[7] == 'd0) && (number_sort[6] == 'd1) && (number_sort[5] == 'd2) && 
            (number_sort[4] == 'd3) && (number_sort[3] == 'd4) && (number_sort[2] == 'd5) && (number_sort[1] == 'd6))begin
            ready = 1'b1;
        end
        else begin
            ready = 1'b0;
        end
    end
    else begin
    end
end
always@(posedge CLK, posedge RST)begin:IO_W
    if(RST)begin
        W <= 'd0;
    end
    else if(counter == 'd10)begin
        W <= 'd0;
    end
    else begin
        W <= W +'d1;
    end
end
always@(posedge CLK, posedge RST)begin:IO_J
    if(RST)begin
        J <= 'd7;
    end
    else begin
        if((current_state == COST_ASK) || (current_state==IDLE) || (current_state == COST_COUNT))begin
            J <= number_sort[number_pointer]; 
        end
        else begin
            J <= number_sort[0];
        end
    end
end
always@(posedge CLK, posedge RST)begin
    if(RST)begin
        number_pointer <= 'd7;
    end
    else if(counter == 'd9)begin
        number_pointer <= 'd7;
    end
    else if((current_state == COST_ASK) || (COST_COUNT)) begin
        number_pointer <= number_pointer - 'd1;
    end
    else begin
        number_pointer <= number_pointer;
    end
end
always@(posedge CLK, posedge RST)begin
    if(RST)begin
        counter <='d0;
    end
    else begin
        if((current_state == COST_ASK) || (current_state == COST_COUNT))begin
            if(counter == 'd10)begin
                counter <= 'd0;
            end
            else begin
                counter <=  counter +'d1;
            end
        end
        else begin
            counter <= 'd0;
        end
    end
end
always@(posedge CLK, posedge RST)begin
    if(RST)begin
        replace_number <= 0;
    end
    else begin
        if( counter < 'd7)begin              
            if(number_sort[counter+1] > number_sort[counter])begin
                replace_number <=counter;
            end
            else begin
                replace_number <= replace_number;
            end
        end
        else begin
            replace_number <= replace_number;
        end
    end
end
always@(posedge CLK, posedge RST)begin
    if(RST)begin
        replace_to <='d0;
    end
    else begin
        if(counter < 'd8)begin               
            if(number_sort[counter] > number_sort[replace_number])begin
                replace_to <=  counter;
            end
            else begin
                replace_to <=  replace_to;
            end
        end
        else begin
            replace_to <= replace_to;
        end
    end
end
always@(posedge CLK, posedge RST)begin
    if(RST)begin
        number_sort[7] <= 'd7;
        number_sort[6] <= 'd6;
        number_sort[5] <= 'd5;
        number_sort[4] <= 'd4;
        number_sort[3] <= 'd3;
        number_sort[2] <= 'd2;
        number_sort[1] <= 'd1;
        number_sort[0] <= 'd0;
    end
    else begin
        if(counter == 'd8)begin
            number_sort[replace_number] <= number_sort[replace_to];
            number_sort[replace_to] <= number_sort[replace_number];
        end
        else if(counter == 'd9)begin
            case(replace_number)
                3'd0:begin
                    number_sort[1] <= number_sort[7];
                    number_sort[2] <= number_sort[6];
                    number_sort[3] <= number_sort[5];
                    number_sort[7] <= number_sort[1];
                    number_sort[6] <= number_sort[2];
                    number_sort[5] <= number_sort[3];
                    number_sort[0] <= number_sort[0];
                    number_sort[4] <= number_sort[4];
                end
                3'd1:begin
                    number_sort[2] <= number_sort[7];
                    number_sort[3] <= number_sort[6];
                    number_sort[4] <= number_sort[5];
                    number_sort[7] <= number_sort[2];
                    number_sort[6] <= number_sort[3];
                    number_sort[5] <= number_sort[4];
                    number_sort[0] <= number_sort[0];
                    number_sort[1] <= number_sort[1];
                end
                3'd2:begin
                    number_sort[3] <= number_sort[7];
                    number_sort[4] <= number_sort[6];
                    number_sort[7] <= number_sort[3];
                    number_sort[6] <= number_sort[4];
                    number_sort[0] <= number_sort[0];
                    number_sort[1] <= number_sort[1];
                    number_sort[2] <= number_sort[2];
                    number_sort[5] <= number_sort[5];
                end
                3'd3:begin
                    number_sort[4] <= number_sort[7];
                    number_sort[7] <= number_sort[4];
                    number_sort[5] <= number_sort[6];
                    number_sort[6] <= number_sort[5];
                    number_sort[0] <= number_sort[0];
                    number_sort[1] <= number_sort[1];
                    number_sort[2] <= number_sort[2];
                    number_sort[3] <= number_sort[3];
                end
                3'd4:begin
                    number_sort[5] <= number_sort[7];
                    number_sort[7] <= number_sort[5];
                    number_sort[6] <= number_sort[6];
                    number_sort[0] <= number_sort[0];
                    number_sort[1] <= number_sort[1];
                    number_sort[2] <= number_sort[2];
                    number_sort[3] <= number_sort[3];
                    number_sort[4] <= number_sort[4];
                end
                3'd5:begin
                    number_sort[6] <= number_sort[7];
                    number_sort[7] <= number_sort[6];
                    number_sort[0] <= number_sort[0];
                    number_sort[1] <= number_sort[1];
                    number_sort[2] <= number_sort[2];
                    number_sort[3] <= number_sort[3];
                    number_sort[4] <= number_sort[4];
                    number_sort[5] <= number_sort[5];
                end
                3'd6:begin
                    number_sort[0] <= number_sort[0];
                    number_sort[1] <= number_sort[1];
                    number_sort[2] <= number_sort[2];
                    number_sort[3] <= number_sort[3];
                    number_sort[4] <= number_sort[4];
                    number_sort[5] <= number_sort[5];
                    number_sort[6] <= number_sort[6];
                    number_sort[7] <= number_sort[7];
                end
                default:begin
                    for(i=0;i<8;i=i+1)begin
                        number_sort[i] <= number_sort[i];
                    end
                end
            endcase
        end
        else begin
            for(i=0;i<8;i=i+1)begin
                number_sort[i] <= number_sort[i];
            end
        end
    end
end
always@(posedge CLK, posedge RST)begin
    if(RST)begin
        min_cost_acc <= 'd0;
    end
    else begin
        case(counter)
            4'd0: min_cost_acc <=  'd0;
            4'd1: min_cost_acc <=  min_cost_acc + Cost;
            4'd2: min_cost_acc <=  min_cost_acc + Cost;
            4'd3: min_cost_acc <=  min_cost_acc + Cost;
            4'd4: min_cost_acc <=  min_cost_acc + Cost;
            4'd5: min_cost_acc <=  min_cost_acc + Cost;
            4'd6: min_cost_acc <=  min_cost_acc + Cost;
            4'd7: min_cost_acc <=  min_cost_acc + Cost;       
            4'd8: min_cost_acc <=  min_cost_acc + Cost;              
            default: min_cost_acc <=  min_cost_acc;
        endcase
    end
end
reg [3:0]match_count_temp;
always@(posedge CLK, posedge RST)begin
    if(RST)begin
        match_count_temp <= 'd1;
    end
    else begin
        if(counter == 'd9)begin
            if(min_cost_temp == min_cost_acc)begin
                match_count_temp <= match_count_temp +'d1;
            end
            else if(min_cost_acc < min_cost_temp)begin
                match_count_temp <= 'd1;
            end
            else begin
                match_count_temp <= match_count_temp;
            end
        end
        else begin
            match_count_temp <= match_count_temp;
        end
    end
end
reg [9:0]min_cost_temp;
always @(posedge CLK, posedge RST) begin
    if(RST)begin
        min_cost_temp <= 'd0;
    end
    else if((counter == 'd9) && (min_cost_temp != 'd0))begin
        if(min_cost_temp > min_cost_acc)begin
            min_cost_temp <= min_cost_acc;
        end
        else begin
            min_cost_temp <= min_cost_temp;
        end
    end
    else begin
        if(counter == 'd9)begin
            min_cost_temp <= min_cost_acc;
        end
    end
end
always@(*)begin
    if(Valid)begin
        MinCost = min_cost_temp;
    end
    else begin
        MinCost = MinCost;
    end
end
always@(*)begin
    if(Valid)begin
        MatchCount = match_count_temp;
    end
    else begin
        MatchCount = MatchCount;
    end
end
always@(*)begin
    if(current_state == OUTPUT)begin
        Valid = 1'd1;
    end
    else begin
        Valid = 1'd0;
    end
end
endmodule
--- /design/flow/run.sh ---
#!/bin/bash
# OpenROAD 26Q1-2900-gdf79404cd8, Yosys 0.63+post, stock flow scripts
make -C /OpenROAD-flow-scripts/flow DESIGN_CONFIG=/design/flow/config.mk WORK_HOME=/design/flow/orfs finish
--- /design/flow/config.mk ---
export PLATFORM = sky130hd
export DESIGN_NAME = JAM
export DESIGN_NICKNAME = JAM
export VERILOG_FILES = /design/flow/design.v
export SDC_FILE = /design/flow/constraint.sdc
export NUM_CORES = 4
export LEC_CHECK = 1
export CORE_UTILIZATION = 50
--- /design/flow/constraint.sdc ---
current_design JAM

set clk_period 3.5
set clk_io_pct 0.2

create_clock -name clk0 -period $clk_period [get_ports {CLK}]

set non_clock_inputs [all_inputs -no_clocks]
set_input_delay [expr $clk_period * $clk_io_pct] -clock clk0 $non_clock_inputs
set_output_delay [expr $clk_period * $clk_io_pct] -clock clk0 [all_outputs]
==> results.sh <==
# implementation run metrics
export IMPL_run_status="finished clean"
export IMPL_synth_yosys_warnings=2
export IMPL_row_count=40
export IMPL_synthArstFlopShare_pct=82.6
export IMPL_ff2ff_path_depth=8
export IMPL_post_dp_hpwl_microns=13800
export IMPL_common_cells="73 x nand2_1, 65 x nor2_1, 57 x a21oi_1"
export IMPL_top_cells_by_area="dfrtp_1 21%, dfstp_2 8.5%, ha_1 6.0%, mux2i_1 4.8%, a21oi_1 4.6%"
export IMPL_unclocked_regs=15
export IMPL_num_vias=5852
export IMPL_remaining_drc_errors=0
export IMPL_worst_setup_path_end_kind="flip-flop"
export IMPL_drt_total_wl_microns=20100
export IMPL_grt_antenna_before_repair=0
export IMPL_viasPerCell=6.40
export IMPL_power_leakage_nw=2.60
export IMPL_cts_inserted_buffers=9
export IMPL_detail_route_iter0_violations=542
export IMPL_synthesis_instances=733
export IMPL_tritoncts="yes"
export IMPL_setup_tns_ns=0
export IMPL_ys_cells=733
export IMPL_cts_root_to_sink_buffers=2
export IMPL_grt_setup_unrepaired="false"
export IMPL_grt_first_pass_wirelength_microns=31700
export IMPL_dp_slack_ns=0.534
export IMPL_min_path_cells=1
export IMPL_pwr_density_cell_nw_per_um2=269
export IMPL_synth_area_sq_um=6200
export IMPL_fin_worst_skew_ns=0.00836
export IMPL_hold_buffers=0
export IMPL_final_period_utilization_pct=86.7
export IMPL_warning_count=29
export IMPL_max_cap_violations=0
export IMPL_synth_area_per_cell_sq_um=8.46
export IMPL_share_of_the_core_filled_by_cells_before_placement_pct=51.4
export IMPL_post_route_worst_setup_slack_ns=0.465
export IMPL_timing_final_setup_violations=0
export IMPL_netlist_cell_type_count=84
export IMPL_critPathLaunchType="flip-flop"
export IMPL_post_route_min_period_ns=3.04
export IMPL_cts_resized=0
export IMPL_residual_antenna_violating_net_count_after_detailed_routing=0
export IMPL_final_layout_size_suffix_gt1_share_pct=13.1
export IMPL_post_synth_top_count_cell="nand2_1"
export IMPL_vdd_ir_drop_worst_v=0.000274
export IMPL_grt_overflow_total=0
export IMPL_htree_levels=3
export IMPL_dr_pass1_iters=8
export IMPL_grt_start_max_net_pins=28
export IMPL_max_freq_mhz=329
export IMPL_die_w_microns=113
export IMPL_cp_max_fo=19
export IMPL_postSynth_topFlopCell="dfrtp_1"
export IMPL_io_pins=30
export IMPL_gr_usage_all_layers_pct=33.6
export IMPL_hold_class="flip-flop to flip-flop"
export IMPL_routabilityCongestion=0.994
export IMPL_clk_pin_slew_ns=0.06
export IMPL_slew_limit_headroom_pct=45.8
export IMPL_insertion_delay_at_the_late_pin_of_the_worst_skew_pair_ns=0.35
export IMPL_cts_root_buffer_cell="clkbuf_16"
export IMPL_die_area_sq_um=12900
export IMPL_port_buffer_count=29
export IMPL_numSynthFlops=86
export IMPL_yosys_stat_area_sq_um=6200
export IMPL_final_hold_violation_count=0
export IMPL_worst_setup_path_type="flip-flop to flip-flop"
export IMPL_cp_arrival_ns=3.26
export IMPL_design_core_area_sq_um=12100
export IMPL_via_count_of_the_first_global_routing_pass=5347
export IMPL_worst_endpoint_required_ns=3.73
export IMPL_unconstrained_endpoints=29
export IMPL_synth_edff_count=0
export IMPL_synth_top_cell_area_share_pct=20.6
export IMPL_avgRoutedWirePerCell_microns=22.0
export IMPL_areaGrowthSynthToFinish_pct=12.0
export IMPL_cts_setup_buffers=0
export IMPL_cell_taking_the_most_area_after_synthesis="dfrtp_1"
export IMPL_timing_worst_slew_pin_value_ns=0.813
export IMPL_dieHeight_microns=113
export IMPL_diodes=0
export IMPL_slew_violations=0
==> critical path: stages, from the launching register on <==
cell and delay, ns:
dfrtp_1 0.80, inv_1 0.29, nand2_1 0.41, o32ai_4 0.18, ha_1 0.33, a21o_1 0.11
a21oi_1 0.06, a311oi_1 0.35, mux2_2 0.37
==> cell families after synthesis <==
group           synth area share [%]
mux                             7.80
fa+ha+maj                       6.37
xor+xnor                        1.13
latches                         3.63
flops                           29.0
compound gates                  27.6
buf+inv                         6.82
simple gates                    17.6
==> worst paths after layout <==
kind,start,to,slack (ns)
setup / recovery,replace_number[2]$_DFFE_PP0P_,replace_to[1]$_DFFE_PP0P_,0.46
hold / removal,W[0]$_DFF_PP0_,W[0]$_DFF_PP0_,0.47
setup reg to reg,replace_number[2]$_DFFE_PP0P_,replace_to[1]$_DFFE_PP0P_,0.46
hold reg to reg,W[0]$_DFF_PP0_,W[0]$_DFF_PP0_,0.47
max in group asynchronous,RST,number_sort[1][0]$_DFFE_PP1P_,1.94
min in group asynchronous,RST,replace_number[2]$_DFFE_PP0P_,0.72
==> final cells by class <==
cell class | instances | area, sq um
Timing Repair Buffer | 53 | 470
Clock buffer | 11 | 243
Clock inverter | 5 | 81.3
Tap cell | 168 | 210
Sequential cell | 86 | 2030
Multi-Input combinational cell | 550 | 3760
Inverter | 41 | 154
Fill cell | 1036 | 5110
==> per-layer routing <==
layer	up-vias	GRT usage (%)	wire, microns
li1	2707	-	-
met1	2790	55.1	9220
met2	314	46.3	8360
met3	41	7.31	1980
met4	0	7.98	541
met5	-	0	0
==> sequential cells by signal, indices dropped and copies added, names as in the netlist, 4 cells and up <==
signal,cells
current_state,4
min_cost_temp,10
MinCost,10
number_sort,24
MatchCount,4
match_count_temp,4
min_cost_acc,10
counter,4
==> cell usage in the layout (no fill, tap or decap), drive strengths merged, types with 4 or more instances in the layout <==
| cell type | Yosys | routed |
|---|---|---|
| a22oi | 5 | 5 |
| nor4 | 7 | 7 |
| o22a | 6 | 6 |
| nand2 | 73 | 73 |
| nor3 | 19 | 19 |
| inv | 40 | 41 |
| a211oi | 13 | 13 |
| mux2 | 14 | 14 |
| o32ai | 4 | 4 |
| and2 | 4 | 4 |
| a311oi | 4 | 4 |
| a221o | 5 | 5 |
| o21ai | 39 | 39 |
| o221ai | 4 | 4 |
| buf | 28 | 24 |
| a21oi | 59 | 59 |
| xnor2 | 6 | 6 |
| dfrtp | 51 | 51 |
| ha | 30 | 30 |
| dfstp | 20 | 20 |
| o211ai | 13 | 13 |
| nor2 | 67 | 67 |
| nand2b | 12 | 12 |
| a21o | 7 | 7 |
| nand4 | 4 | 4 |
| a31oi | 15 | 15 |
| a32o | 5 | 5 |
| o22ai | 10 | 10 |
| dlxtp | 15 | 15 |
| mux2i | 30 | 30 |
| a22o | 17 | 17 |
| clkdlybuf4s50 | 0 | 29 |
| clkbuf | 28 | 11 |
| nor2b | 14 | 14 |
| nand3 | 14 | 14 |
| a221oi | 5 | 5 |
==> where the power goes <==
group / internal [mW] / switching (mW)
combinational: 0.0143 / 0.0257
clock: 0.645 / 0.365
sequential: 0.822 / 0
total: 1.48 / 0.391
==> stage by stage <==
stage | util (%) | total power, mW | hold WS [ns] | instance area [sq um] | std cells
2_1_floorplan | - | 0.857 | 0.410 | 6200 | 733
3_3_place_gp | 54.9 | 0.876 | 0.453 | 6630 | 898
3_5_place_dp | 54.9 | 0.877 | 0.462 | 6630 | 898
4_1_cts | 57.6 | 1.89 | 0.474 | 6950 | 914
5_1_grt | 57.6 | 1.93 | 0.482 | 6950 | 914
6_report | 57.6 | 1.87 | 0.473 | 6950 | 914
Power is estimated from default activity; no workload was simulated.
